===== run.sh =====
#!/bin/bash
# OpenROAD 26Q1-2900-gdf79404cd8, Yosys 0.63+post, stock flow scripts
make -C /OpenROAD-flow-scripts/flow DESIGN_CONFIG=/design/flow/config.mk WORK_HOME=/design/flow/orfs finish

===== config.mk =====
export PLATFORM = sky130hd
export DESIGN_NAME = sd_controller_sd
export DESIGN_NICKNAME = sd_controller_sd
export VERILOG_FILES = /design/flow/design.v
export SDC_FILE = /design/flow/constraint.sdc
export NUM_CORES = 4
export LEC_CHECK = 1
export CORE_UTILIZATION = 30

===== constraint.sdc =====
current_design sd_controller_sd

set clk_period 7.7
set clk_io_pct 0.2

create_clock -name clk0 -period $clk_period [get_ports {clk}]

set non_clock_inputs [all_inputs -no_clocks]
set_input_delay [expr $clk_period * $clk_io_pct] -clock clk0 $non_clock_inputs
set_output_delay [expr $clk_period * $clk_io_pct] -clock clk0 [all_outputs]

===== design.v =====
`timescale 1ns / 1ps
module sd_controller_sd(
    output reg cs,  
    output mosi,  
    input miso,  
    output sclk,  
	 input [31:0]i_blk_num, 
    input rd,    
    output reg [7:0]dout,  
    output reg byte_available,  
	 output reg [8:0]byte_counter,
    input wr,    
    input [7:0] din,  
    output reg ready_for_next_byte,  
    input reset,  
    output ready,  
    input [31:0] address,    
    input clk,   
    output [4:0] status,  
	 output reg [7:0] recv_data,  
	 output reg reading,
	 output reg read_done,
	 input multi_sector_en,
	 output reg sdcard_present
);
    parameter RST = 5'd0;
    parameter INIT = 5'd1;
    parameter CMD0 = 5'd2;
	 parameter CMD1 = 5'd21;
    parameter CMD8 = 5'd3;
    parameter CMD55 = 5'd4;
    parameter CMD41 = 5'd5;
    parameter POLL_CMD = 5'd6;
	 parameter CMD12 = 5'd21;
    parameter IDLE = 5'd7;
    parameter READ_BLOCK = 5'd8;
    parameter READ_BLOCK_WAIT = 5'd9;
    parameter READ_BLOCK_DATA = 5'd10;
    parameter READ_BLOCK_CRC = 5'd11;
    parameter SEND_CMD = 5'd12;
    parameter RECEIVE_BYTE_WAIT = 5'd13;
    parameter RECEIVE_BYTE = 5'd14;
    parameter WRITE_BLOCK_CMD = 5'd15;
    parameter WRITE_BLOCK_INIT = 5'd16;
    parameter WRITE_BLOCK_DATA = 5'd17;
    parameter WRITE_BLOCK_BYTE = 5'd18;
    parameter WRITE_BLOCK_WAIT = 5'd19;
	 parameter DEBUG = 5'd20;
    parameter WRITE_DATA_SIZE = 9'd511; 
    reg [4:0] state = RST;
    assign status = state;
    reg [4:0] return_state;
    reg sclk_sig;
    reg [55:0] cmd_out;
    reg cmd_mode = 1;
    reg [7:0] data_sig = 8'hFF;
    reg [9:0] bit_counter;
    reg [26:0] boot_counter = 27'd10_000_000;
	 reg [31:0]block_counter;
	reg [31:0]i_adr;
	always @(posedge clk) 
	 begin
        if(reset == 1) 
		  begin
            state <= RST;
            sclk_sig <= 1'b0;
            boot_counter <= 27'd10_000_000;  
				sdcard_present <= 1'b0;
        end
        else 
		  begin
            case(state)
                RST: begin
                    if(boot_counter == 0) 
						  begin
                        sclk_sig <= 0;
                        cmd_out <= {56{1'b1}};
                        byte_counter <= 0;
                        byte_available <= 0;
								block_counter <= 0;
                        ready_for_next_byte <= 0;
                        cmd_mode <= 1;
                        bit_counter <= 160;
                        cs <= 1;
                        state <= INIT;
								read_done <= 1'b0;
								reading <= 1'b0;
                    end
                    else 
						  begin
                        boot_counter <= boot_counter - 1'b1;
                    end
                end
                INIT: begin
                    if(bit_counter == 0) begin
                        cs <= 0;
                        state <= CMD0;
                    end
                    else begin
                        bit_counter <= bit_counter - 1'b1;
                        sclk_sig <= ~sclk_sig;
                    end
                end
                CMD0: begin 
                    cmd_out <= 56'hFF_40_00_00_00_00_95;
                    bit_counter <= 55;
                    return_state <= CMD8;
                    state <= SEND_CMD;
                end
                CMD8: begin
                    cmd_out <= 56'hFF_48_00_00_01_AA_87;
                    bit_counter <= 55;
                    return_state <= CMD55;
                    state <= SEND_CMD;
                end
                CMD55: begin
                    cmd_out <= 56'hFF_77_00_00_00_00_65;
                    bit_counter <= 55;
                    return_state <= CMD41;
                    state <= SEND_CMD;
                end
                CMD41: begin
                    cmd_out <= 56'hFF_69_40_00_00_00_01;
                    bit_counter <= 55;
                    return_state <= POLL_CMD;
                    state <= SEND_CMD;
                end
                POLL_CMD: begin
                    if(recv_data[0] == 0) 
						  begin
                        state <= IDLE;
                    end
                    else begin
                        state <= CMD55;
                    end
                end
                IDLE: begin
								sdcard_present <= 1'b1;
                    if(rd == 1)  
						  begin
                        state <= READ_BLOCK;
								read_done <= 1'b0;
                    end
                    else if(wr == 1) begin
                        state <= WRITE_BLOCK_CMD;
                    end
                    else begin
                        state <= IDLE;
                    end
                end
                READ_BLOCK: begin
					 block_counter <= multi_sector_en ? i_blk_num:0;  
                cmd_out <= (multi_sector_en==0) ? {16'hFF_51,address,8'hFF} : {16'hFF_52,address,8'hFF};
                    bit_counter <= 55;
                    return_state <= READ_BLOCK_WAIT;
                    state <= SEND_CMD;
                end
                READ_BLOCK_WAIT: begin
                    if(sclk_sig == 1 && miso == 0) begin
                        byte_counter <= 0;  
                        bit_counter <= 7;
								reading <= 1'b0;
							   return_state <= READ_BLOCK_DATA;
                        state <= RECEIVE_BYTE;
                    end
                    sclk_sig <= ~sclk_sig;
                end
                READ_BLOCK_DATA: begin
                    dout <= recv_data;
                    byte_available <= 1;
                    if (byte_counter == 511) begin   
                        bit_counter <= 7;
								reading <= 1'b0;
                        return_state <= READ_BLOCK_CRC;
                        state <= RECEIVE_BYTE;
                    end
                    else begin
                        byte_counter <= byte_counter + 1'b1;   
                        return_state <= READ_BLOCK_DATA;
								read_done <= 1'b0;
								reading <= 1'b1;
                        bit_counter <= 7;
                        state <= RECEIVE_BYTE;
                    end
                end
                READ_BLOCK_CRC: begin
                    bit_counter <= 7;
						  block_counter <= multi_sector_en ? block_counter - 1:0;
                    return_state <=  (block_counter == 0) ? CMD12 : READ_BLOCK_WAIT;  
						  read_done <= 1'b1;
						  reading <= 0;
                    state <= RECEIVE_BYTE;
                end
					 CMD12: begin
                    cmd_out <= 56'hFF_4C_00_00_00_00_FF;
                    bit_counter <= 55;
                    return_state <= IDLE;
                    state <= SEND_CMD;
						  read_done <= 1;
                end
                SEND_CMD: begin
                    if (sclk_sig == 1) begin
                        if (bit_counter == 0) begin
                            state <= RECEIVE_BYTE_WAIT;
                        end
                        else begin
                            bit_counter <= bit_counter - 1'b1;
                            cmd_out <= {cmd_out[54:0], 1'b1};
                        end
                    end
                    sclk_sig <= ~sclk_sig;
                end
                RECEIVE_BYTE_WAIT: begin
                    if (sclk_sig == 1) begin
                        if (miso == 0) begin
                            recv_data <= 0;
                            bit_counter <= 6;
                            state <= RECEIVE_BYTE;
                        end
                    end
                    sclk_sig <= ~sclk_sig;
                end
                RECEIVE_BYTE: begin
                    byte_available <= 0;
                    if (sclk_sig == 1) begin
                        recv_data <= {recv_data[6:0], miso};
                        if (bit_counter == 0) begin
                            state <= return_state;
                        end
                        else begin
                            bit_counter <= bit_counter - 1'b1;
                        end
                    end
                    sclk_sig <= ~sclk_sig;
                end
					 DEBUG: begin
					 end
					 WRITE_BLOCK_CMD: begin
                    cmd_out <= {16'hFF_58, address, 8'hFF};
                    bit_counter <= 55;
                    return_state <= WRITE_BLOCK_INIT;
                    state <= SEND_CMD;
		            ready_for_next_byte <= 1;
                end
                WRITE_BLOCK_INIT: begin
                    cmd_mode <= 0;
                    byte_counter <= WRITE_DATA_SIZE; 
                    state <= WRITE_BLOCK_DATA;
                    ready_for_next_byte <= 0;
                end
                WRITE_BLOCK_DATA: begin
                    if (byte_counter == 0) begin
                        state <= RECEIVE_BYTE_WAIT;
                        return_state <= WRITE_BLOCK_WAIT;
                    end
                    else begin
                        if ((byte_counter == 2) || (byte_counter == 1)) begin
                            data_sig <= 8'hFF;
                        end
                        else if (byte_counter == WRITE_DATA_SIZE) begin
                            data_sig <= 8'hFE;
                        end
                        else begin
                            data_sig <= din;
                            ready_for_next_byte <= 1;
                        end
                        bit_counter <= 7;
                        state <= WRITE_BLOCK_BYTE;
                        byte_counter <= byte_counter - 1'b1;
                    end
                end
                WRITE_BLOCK_BYTE: begin
                    if (sclk_sig == 1) begin
                        if (bit_counter == 0) begin
                            state <= WRITE_BLOCK_DATA;
                            ready_for_next_byte <= 0;
                        end
                        else begin
                            data_sig <= {data_sig[6:0], 1'b1};
                            bit_counter <= bit_counter - 1'b1;
                        end
                    end
                    sclk_sig <= ~sclk_sig;
                end
                WRITE_BLOCK_WAIT: begin
                    if (sclk_sig == 1) begin
                        if (miso == 1) begin
                            state <= IDLE;
                            cmd_mode <= 1;
                        end
                    end
                    sclk_sig <= ~sclk_sig;
                end
            endcase
        end
    end
    assign sclk = sclk_sig;
    assign mosi = cmd_mode ? cmd_out[55] : data_sig[7];
    assign ready = (state == IDLE);
endmodule

==> run summary <==
impl run done, here's what came out: DRT iter0 DRCs 600, Root Buffer clkbuf_16, critical path class flip-flop to output port, Clock Latency Late Sink about 0.43 ns, pwr dens 303 nW/um2, drt pass-1 iters 7, final hold vios 0, DIE AREA 31900 um2, synthesized area about 9300 um2, Comb pwr share 0.326, DR vias about 7500, Pint 2.28 mW, PortBufs 116, Post-CTS Resized 0, Post-Synth XOR/XNOR Area 0.0534, Simple Share, Synth 0.206, Cell Area, Placed 10900 um2, Synth warnings 1, final instance count without filler cells 1428, Seq share, synth 0.526, Max Cap Viol 0, Post-CTS Setup Inserts 0, clock power share 0.250, Sw Pwr 1.21 mW, crit path launch type flip-flop, Setup Skew 0.0147 ns, WP buf/inv 2, EDFF count, synth 141, Post-Place Cells 1396, setup_tns 0 ns, Seq pwr share 0.425, final instance area 11500 um2, CTS Buf Count 17, Final Max Tran Viols 0, Hold Path Class flip-flop to flip-flop, Rows roughly 64, critical path required time 6.16 ns, grt total ovfl 0, vias in the first global route between 7000 and 8000, ys flop type edfxtp_1, clock buffer depth 2, cells after synthesis 928, unrepaired setup endpoints after global routing false, Adder Area Share 0.0120, AND-OR/OR-AND Cells, Area Fraction 0.166, DP Wirelength 15800 um, CTS tree done, f_max 263 MHz, FF-to-FF setup slack 4.06 ns, Hold-fix buffers, CTS 0, Yosys Chip Area 9350 um2, switch share 0.347, ys async rst share 0, antenna violations before repair 0, first-pass GRT wire length between 30000 and 40000 um, Top cell excl fill/tap edfxtp_1, Cell Type Count 73, MUX area fraction 0.00348, remaining antenna violation count after routing 0, DIE HEIGHT 179 um, status finished, final reports clean, Worst Path Max Fanout 32, DRC viols 0, Relative slew margins 0.418, Core Area roughly 31000 um2, Layout Area Growth over Synthesis 23.2%, IO Count 117, Post-synth regs 175, share of post-route cells with drive strength above 1 0.0698, tool warnings 29, Worst path slowest cell dfxtp_1, crit end category output port, Top delay family on crit path buffers and inverters, clock sink count ~180, total track usage 0.155, Critical Path Max Stage Delay about 0.52 ns, Peak VDD IR 0.148 mV, GPL Wtd Cong 0.920, Hold WS 0.469 ns, Tcrit/Tclk final 0.493, H-tree depth 4, Slew @ Worst Pin 0.871 ns, most frequent cells in the layout edfxtp_1 (141), clkdlybuf4s50_1 (116), nand2_1 (108), nor2_1 (76), o21ai_0 (66), Die Wd 179 um, largest net degree at the start of global routing ~56, critical path cell sequence buf_4 > nand2b_1 > nor2_1 > clkdlybuf4s50_1, DR vias/cell 5.23, Final min period 3.80 ns, fillcell total a little under 3000, Power Total 3.49 mW, Antenna Cells 0, Largest logic family simple AND/OR/NAND/NOR gates, Worst EP arrival between 2 and 2.5 ns, CTS clk-pin slew, worst paths 0.07 ns, post-synthesis average cell area 10.1 um2, P_leak 3.68 nW, aggregate routed wire length 23400 um, yosys stat cell total 928, Finish-stage setup viols 0, WL per Instance roughly 16 um, floorplan utilization 0.306
==> flip-flops by register name, indices dropped and copies added (netlist names), 8 cells and up <==
| signal | flops |
|---|---|
| cmd_out | 55 |
| block_counter | 32 |
| boot_counter | 27 |
| bit_counter | 10 |
| byte_counter | 9 |
| data_sig | 8 |
| dout | 8 |
| recv_data | 8 |
==> cell usage after synthesis, drive strengths merged (7+ instances only) <==
cell type,number,area share
o21ai,70,0.037
clkbuf,51,0.020
and2,14,0.0094
o31ai,10,0.0080
buf,9,0.0047
xor2,22,0.021
and3,7,0.0047
nor3,41,0.022
a21oi,38,0.020
nor2b,12,0.0080
dfxtp,34,0.073
edfxtp,141,0.45
or3,25,0.017
o22a,8,0.0075
nand4,10,0.0067
ha,9,0.012
inv,18,0.0072
or4,10,0.0084
xnor2,35,0.033
nand2b,12,0.0088
nand2,108,0.043
a221o,33,0.035
nand3,22,0.012
nor4,22,0.017
nor2,78,0.031
==> layer usage <==
layer / vias up / part of all wire / GRT usage
li1: 3667 / - / -
met5: - / 0 / 0
met3: 22 / 0.071 / 0.0319
met1: 3519 / 0.46 / 0.240
met2: 261 / 0.46 / 0.236
met4: 0 / 0.013 / 0.0222
==> worst paths after layout <==
path                                                    from                    end  cells past startpoint
worst max register to register  boot_counter[5]$_SDFFE_PP0P_  cmd_out[40]$_DFFE_PP_                      7
worst min-delay path              recv_data[7]$_SDFFCE_PP0P_      dout[7]$_DFFE_PP_                      0
worst max-delay path                   state[0]$_SDFFE_PP0P_                  ready                      4
worst min register to register    recv_data[7]$_SDFFCE_PP0P_      dout[7]$_DFFE_PP_                      0
==> worst register-to-register path: stages (launching register included) <==
cell and delay (ns):
dfxtp_1 0.35, or3_1 0.54, or3_1 0.36, or3_1 0.54, nand2_1 0.29, nand2_1 0.31
a211oi_4 0.25, buf_4 0.60
==> power groups by stage <==
stage	Combinational, mW	Sequential [mW]	Clock, mW
final	1.14	1.48	0.871
after global routing	1.25	1.51	0.927
after CTS	1.13	1.48	0.888
==> cell families after synthesis <==
| kind of cell | count (synthesis) |
|---|---|
| compound gates | 224 |
| xor+xnor | 57 |
| fa+ha+maj | 9 |
| buf+inv | 79 |
| flops | 175 |
| mux | 3 |
| simple gates | 381 |
==> layout make-up <==
class	instances	area, um2	area share
inverters	19	71.3	0.00619
multi-input cells	674	4170	0.362
clock inverters	13	150	0.0130
repair buffers	132	1280	0.111
clock buffers	19	433	0.0376
well taps	396	495	0.0430
flip-flops and latches	175	4910	0.427
==> per-stage QoR <==
| stage | utilization | worst slack, ns |
|---|---|---|
| after floorplan | - | 1.14 |
| after global placement | 0.357 | 3.50 |
| after detailed placement | 0.357 | 3.52 |
| after CTS | 0.377 | 3.88 |
| after global routing | 0.377 | 3.74 |
| final | 0.377 | 3.90 |
Power and IR drop assume default switching activity.
